### design.v
module ALSU_(
				input wire [2:0] A,
				input wire [2:0] B,
				input wire [2:0] opcode,
				input wire cin,
				input wire serial_in,
				input wire direction,
				input wire red_op_A,
				input wire red_op_B,
				input wire byPass_A,
				input wire byPass_B,
				input wire clk,
				input wire rst,
				output reg valid,
				output reg [5:0] out,
				output reg [15:0] leds
			);
parameter INPUT_PRIORITY = "A";
parameter FULL_ADDER = "ON";
wire [15:0] led_blink;
always @(posedge clk or posedge rst) begin
	if (rst) begin
		out <= 'b0;
		leds <= 'b0;
		valid <= 1;
	end
	else if(byPass_A && ~byPass_B) begin 
		out <= A;
		valid <= 1;
	end
	else if(byPass_B && ~byPass_A) begin 
		out <= B;
		valid <= 1;
	end 
	else if(byPass_A && byPass_B) begin
		out <= INPUT_PRIORITY;
		valid <= 1;
	end 
	else begin
		case (opcode) 
			3'b000 : begin	
				valid <= 1;					 
				if(red_op_A && ~red_op_B)
					out <= &A;
				else if(~red_op_A && red_op_B)
					out <= &B;
				else if(red_op_A && red_op_B)
					out <= &INPUT_PRIORITY;
				else
					out <= A & B;
			end
			3'b001 : begin
			    valid <= 1;						 
				if(red_op_A && ~red_op_B)
					out <= ^A;
				else if(~red_op_A && red_op_B)
					out <= ^B;
				else if(red_op_A && red_op_B)
					out <= ^INPUT_PRIORITY;
				else
					out <= A ^ B;
			end 
			3'b010 : begin						 
				if(red_op_A || red_op_B) begin
					out <= 0;
					leds <= led_blink;
					valid <=0;
				end
				else begin
					valid <= 1;
				if(FULL_ADDER == "ON")
					out <= A + B + cin;
				else
					out <= A + B;
				end
			end
			3'b011 : begin						 
				if(red_op_A || red_op_B) begin
					out <= 0;
					leds <= led_blink;
					valid <=0;
				end
				else 
					valid <= 1;
					out <= A * B;
			end
			3'b100 : begin						 
				if(red_op_A || red_op_B) begin
					out <= 0;
					leds <= led_blink;
					valid <=0;
				end
				else begin 
					valid <= 1;
					if(direction)
						out <= {out[4:0], serial_in};
					else
						out <= {serial_in, out[5:1]};
				end
			end	
			3'b101 : begin						 
				if(red_op_A || red_op_B) begin
					out <= 0;
					leds <= led_blink;
					valid <=0;
				end
				else begin 
					valid <= 1;
					if(direction)
						out <= {out[4:0], out[5]};
					else
						out <= {out[0], out[5:1]};
				end
			end	
			3'b110 || 3'b111 : begin			 
				out <= 0;
				leds <= led_blink;
				valid <=0;
			end
			default :	begin 					 
				out <= 0;
				leds <= 0;
				valid <= 1;
				end
	endcase
	end
end
blinking blink(clk,led_blink);
endmodule
module ALSU_Display(
                    input clock_100Mhz,  
                    input reset,
                    input valid,
                    input wire[5:0] out_ALU,
                    output reg [3:0] Anode_Activate,
                    output reg [6:0] LED_out
                    );
    reg [3:0] LED_BCD;
   reg [19:0] refresh_counter;  
    wire [1:0] LED_activating_counter; 
    always @(posedge clock_100Mhz or posedge reset)
    begin 
        if(reset==1)
            refresh_counter <= 0;
        else
            refresh_counter <= refresh_counter + 1;
    end 
    assign LED_activating_counter = refresh_counter[19:18];
    always @(*)
    begin
        case(LED_activating_counter)  
        2'b00: begin
            Anode_Activate = 4'b1110;
            if(~valid)
                LED_BCD =  4'b1011;
            else LED_BCD = out_ALU[3:0];
              end
        2'b01: begin
            Anode_Activate = 4'b1101; 
            if(~valid)
                LED_BCD = 4'b0000;
            else LED_BCD = out_ALU[5:4];
              end
        2'b10: begin
            Anode_Activate = 4'b1011; 
            if(~valid)
                LED_BCD =  4'b0100;
            else LED_BCD = 4'bxxxx;
                end
        2'b11: begin
            Anode_Activate = 4'b0111; 
            if(~valid)
                LED_BCD =  4'b1110;
            else LED_BCD = 4'bxxxx;    
               end
        endcase
    end
    always @(*)
    begin  
        case(LED_BCD)  
        4'b0000: LED_out = 7'b0000001;  
        4'b0001: LED_out = 7'b1001111;  
        4'b0010: LED_out = 7'b0010010;  
        4'b0011: LED_out = 7'b0000110;  
        4'b0100: LED_out = 7'b1001100;  
        4'b0101: LED_out = 7'b0100100;  
        4'b0110: LED_out = 7'b0100000;  
        4'b0111: LED_out = 7'b0001111;  
        4'b1000: LED_out = 7'b0000000;  
        4'b1001: LED_out = 7'b0000100;  
        4'b1010: LED_out = 7'b0001000;  
        4'b1011: LED_out = 7'b1100000;  
        4'b1100: LED_out = 7'b0110001;  
        4'b1101: LED_out = 7'b1000010;  
        4'b1110: LED_out = 7'b0110000;  
        4'b1111: LED_out = 7'b0111000;  
        default: LED_out = 7'b1111110;  
        endcase
    end
endmodule
module ALSU_TO_SEVEN_SEGMENT(
							input wire [2:0] A,
							input wire [2:0] B,
							input wire [2:0] opcode,
							input wire cin,
							input wire serial_in,
							input wire direction,
							input wire red_op_A,
							input wire red_op_B,
							input wire byPass_A,
							input wire byPass_B,
							input wire clk,
							input wire rst,
							output wire[3:0] anode,
							output wire[6:0] cathode,
							output wire[15:0] leds
								);
wire [5:0] out_ALSU;
wire valid;
wire [2:0] A_registered,B_registered;
D_Asynch A_(A,clk,rst,A_registered);
D_Asynch B_(B,clk,rst,B_registered);
ALSU_ ALSU(A_registered,B_registered,opcode,cin,serial_in,direction,red_op_A,red_op_B,byPass_A,byPass_B,clk,rst,valid,out_ALSU,leds);
ALSU_Display ALSU_display_on_7segment(clk,rst,valid,out_ALSU,anode,cathode);
endmodule
module D_Asynch(d,clk,rst,q);
input wire rst,clk;
input wire [2:0] d;
output reg [2:0] q;
always @(posedge clk or posedge rst) begin
	if (rst)
		q<=0;
	else begin
		q <= d;
	end
end
endmodule 
module blinking(clk,led ); 
input wire clk;
reg [27:0] counter;
output reg [15:0] led;
reg clkout;
initial begin
    counter = 0;
    clkout = 0;
    led = 0; 
end
always @(posedge clk) begin
    if (counter == 0) begin
        counter <= 149999999; 
        clkout <= ~clkout;
    end else begin
        counter <= counter - 1;
    end
end
always @(posedge clkout) begin
            led <= ~led;
    end
endmodule
### config.mk
export PLATFORM = sky130hd
export DESIGN_NAME = ALSU_TO_SEVEN_SEGMENT
export DESIGN_NICKNAME = ALSU_TO_SEVEN_SEGMENT
export VERILOG_FILES = /design/flow/design.v
export SDC_FILE = /design/flow/constraint.sdc
export NUM_CORES = 4
export LEC_CHECK = 1
export CORE_UTILIZATION = 50
### run.sh
#!/bin/bash
# OpenROAD 26Q1-2900-gdf79404cd8, Yosys 0.63+post, stock flow scripts
make -C /OpenROAD-flow-scripts/flow DESIGN_CONFIG=/design/flow/config.mk WORK_HOME=/design/flow/orfs finish
### constraint.sdc
current_design ALSU_TO_SEVEN_SEGMENT

set clk_period 6.3
set clk_io_pct 0.2

create_clock -name clk0 -period $clk_period [get_ports {clk}]

set non_clock_inputs [all_inputs -no_clocks]
set_input_delay [expr $clk_period * $clk_io_pct] -clock clk0 $non_clock_inputs
set_output_delay [expr $clk_period * $clk_io_pct] -clock clk0 [all_outputs]
==> reports/metrics.cfg <==
[outcome]
status=complete, no violations

[synthesis]
synth-area-yosys_sq_um=4670
syn_area_per_cell_sq_um=9.51
synth_warnings=4
ys_cells=491
ys_types=58
edf_count=1
ys.flops=94
async_reset_ff_share_pct=52.1
syn_inst=491
ys_seq_share_pct=45.8
ff_type=dfrtp_1
syn_area_sq_um=4670

[die]
chipArea_sq_um=9720
io_pins=45
rows=34
fp.dieW_um=98.6
fp-utilization_pct=52.5
coreArea_sq_um=8890
dieHeight_um=98.6

[timing]
rsz0062_at_grt=false
whs_ps=409
maxSlewHeadroom_pct=44.4
fin_worst_skew_ps=8.87
hold_viol=0
period_needed_ps=4270
unclocked_pins=16
finalMaxSlewViolations=0
clock.fmax_mhz=234
fin_ws_ps=2030
setup_violations=0
fin_tns_setup_ps=0
finalCritPeriodShare_pct=67.8
worst_pin_slew_ps=827
untimed_endpoints=16

[flow_run]
maxCapViolations=0
warning_count=34

[detailed_routing]
drt.antenna.violating_nets=0
n_antenna_cell=0
via_count=3464
drc=0
wl_per_cell_um=13.5
wl_um=8650
drt_iter0_markers=106
first_pass_iters=4
via_per_inst=5.40

[hold_path]
hp-class=flop to flop
min_from=ALSU.blink.counter[0]

[cells_and_area]
drive_gt1_share_pct=7.69
final_cell_mix=nand2_1 (65), dfrtp_1 (48), dfxtp_1 (44), clkdlybuf4s50_1 (44), inv_1 (32)
finalNonFillerCells=641
syn_to_final_growth_pct=15.1
design_area_sq_um=5370
fin_util_pct=60.4
layout_top_cell=nand2_1
fillers=762

[power_and_ir_drop]
p_sw_share_pct=25.3
p_sw_mw=0.254
power_density_nw_per_um2=187
ir_drop_mv=0.115
p_int_mw=0.750
power.clock.fraction_pct=35.7
p_comb_share_pct=13.4
leakagePower_nw=2.41
power_mw=1.00
seq_power_share_pct=50.8

[placed_design]
io_buffers=44
gp_congestion=0.879
dp.final_hpwl_um=6140
placed_area_sq_um=5180
dp_cells=625
dpl_worst_slack_ps=2370

[clock_network]
cts_buffer_depth=2
ctsResizeCount=0
cts_root_buf=clkbuf_8
cts_tree=done
hold_buffers=0
cts_made_buffers=9
cts.clk_slew.worst_paths_ps=80
cts_setup_buffers=0
h-tree-depth=3
worstSkewPairLatency_ps=340

[global_routing]
grt_use_total_pct=19.3
grt_max_degree=50
grt_pass1_wl_um=14800
antenna_found_initial=0
grt_pass1_vias=3194
gr-total-overflow=0

[setup_path]
end_kind=primary output
required_ps=5040
max_stage_delay_ps=670
crit_fanout=13
worstReg2RegStart=ALSU.blink.counter[0]
cp_slowest_cell=o31ai_1
worstPathArrival_ps=3010
cp-startpoint=ALSU_display_on_7segment.refresh_counter[19]
cp_cell_sequence=o31ai_1, inv_1, ha_1, or3_1, a21o_1, a21oi_1, clkdlybuf4s50_1
worstSetupPathType=flop to primary output
startpoint_type=flop

cells by family after synthesis:
logic type / Yosys count / synth area share [%]
and+or+nand+nor: 182 / 20.1
adders and majority gates: 27 / 7.56
buffers and inverters: 54 / 4.40
DFF: 94 / 45.8
xor gates and xnor gates: 35 / 6.57
AOI/OAI and AO/OA: 80 / 11.0
muxes: 19 / 4.53
worst max-delay path: cells and delay by family, from the launching register on:
kind            cells  cell delay (ps)
buf+inv             2              650
flops               1              510
fa+ha+maj           1              220
simple gates        1              340
compound gates      3              970
cells in the mapped netlist (all sizes together) (3+ instances only):
master  number  area (sq um)
mux2i       11           110
and3         5          31.3
nor4        11          75.1
or2          9          56.3
nand4        4          25.0
a21oi       12          60.1
a31oi        3          18.8
xnor2       21           184
nand3       16          80.1
xor2        14           123
a21o         5          37.5
nand2       65           244
or4         11          86.3
o31ai        8          60.1
or3         11          68.8
ha          25           313
dfxtp       44           881
o21ai       31           155
inv         33           124
nor3         7          35.0
and2         5          31.3
nand2b       6          37.5
nor2        21          78.8
clkbuf      18          67.6
nor2b        3          18.8
mux2         7          78.8
dfrtp       48          1200
routing by layer:
layer | vias up | wire (um) | global-route usage, % | share of wire, %
li1 | 1788 | - | - | -
met1 | 1605 | 4260 | 31.2 | 49
met2 | 65 | 3990 | 29.6 | 46
met3 | 6 | 329 | 3.17 | 3.8
met4 | 0 | 80 | 2.30 | 0.92
met5 | - | 0 | 0 | 0
power groups by stage:
stage	Combinational [mW]	Clock (mW)	Sequential (mW)
after CTS	0.136	0.379	0.510
after global routing	0.151	0.398	0.511
final	0.135	0.358	0.510
cell type report:
class / instances / area (sq um) / share of cell area [%]
Multi-Input combinational cell: 343 / 2320 / 43.2
Sequential cell: 94 / 2140 / 39.8
Timing Repair Buffer: 46 / 455 / 8.48
Clock buffer: 12 / 166 / 3.10
Tap cell: 108 / 135 / 2.52
Inverter: 34 / 128 / 2.38
Clock inverter: 4 / 26.3 / 0.489
sequential cells by signal (all words and copies together), names as in the netlist:
register                                  count
ALSU.blink.counter                           28
ALSU_display_on_7segment.refresh_counter     20
ALSU.valid                                    1
A_.q                                          3
B_.q                                          3
ALSU.leds                                    16
ALSU.out                                      6
ALSU.blink.led                               16
ALSU.blink.clkout                             1
final timing paths:
check | to | slack [ps] | cells after the start
max | cathode[1] | 2030 | 7
min | ALSU.blink.counter[0] | 410 | 1
max reg2reg | ALSU.blink.clkout | 3660 | 6
min reg2reg | ALSU.blink.counter[0] | 410 | 1
max in group asynchronous | ALSU_display_on_7segment.refresh_counter[11] | 4490 | 3
min in group asynchronous | ALSU.leds[15] | 1390 | 3
Power is estimated from default activity; no workload was simulated.
